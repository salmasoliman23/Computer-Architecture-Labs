## design.v

```verilog
`timescale 1ns / 1ps
module DataCacheController( input rst,
input clk, input MemRead, input MemWrite,
 input [4:0] index,input [2:0] tag,
 input MsReady,output reg stall,
 output reg fill,output reg update,output  reg MsRead
    );
    reg [2:0] tags [0:31];
    reg valid_bits [0:31];
    wire hit;
    reg [1:0] current;
    reg [1:0] next;
    parameter [1:0] idle = 2'b00,read = 2'b10,write = 2'b01;
    integer i ;
    initial begin 
    for (i=0;i<32;i=i+1)begin
    valid_bits[i] = 1'b0;
    tags[i]=0;
    end
    end
    assign hit = valid_bits[index] && tags[index]==index ;
    always @(posedge clk or posedge rst)
    begin
    if (rst)
    current = idle;
    else
    current = next;
    end
    always @(*)
    begin
    stall=0;
    case (current)
    idle:
    if (MemRead && !hit)
    begin
    next = read;
    stall = 1;
    MsRead = 1;
    end 
    else if (MemWrite)
    begin
    next = write;
    stall =1;
    if (hit)
    update = 1;
    else
    update =0;
    end
    else 
    begin 
    next=idle;
    stall=0;
    fill=0;
    update=0;
     MsRead=0;
     end
    read:
    if (MsReady)
    begin
    next = idle;
    stall=1;
    MsRead=0;
    fill=1;
    valid_bits[index] =1;
    tags[index] = tag;
    end
    else 
    begin
    next = read;
    stall=1;
    end
    write:
    if  (MsReady)
    begin
    next = idle;
    stall=0;
     MsRead=0;
     fill=0;
     update=0;
     end
     else begin
     next=write;
     stall=1;
     end
 default:
 begin
 stall=0;
 next=current;
 end
 endcase    
    end
endmodule
```

## run.sh

```bash
#!/bin/bash
# OpenROAD 26Q1-2900-gdf79404cd8, Yosys 0.63+post, stock flow scripts
make -C /OpenROAD-flow-scripts/flow DESIGN_CONFIG=/design/flow/config.mk WORK_HOME=/design/flow/orfs finish
```

## config.mk

```make
export PLATFORM = sky130hd
export DESIGN_NAME = DataCacheController
export DESIGN_NICKNAME = DataCacheController
export VERILOG_FILES = /design/flow/design.v
export SDC_FILE = /design/flow/constraint.sdc
export NUM_CORES = 4
export LEC_CHECK = 1
export CORE_UTILIZATION = 30
```

## constraint.sdc

```tcl
current_design DataCacheController

set clk_period 9.5
set clk_io_pct 0.2

create_clock -name clk0 -period $clk_period [get_ports {clk}]

set non_clock_inputs [all_inputs -no_clocks]
set_input_delay [expr $clk_period * $clk_io_pct] -clock clk0 $non_clock_inputs
set_output_delay [expr $clk_period * $clk_io_pct] -clock clk0 [all_outputs]
```

==> flow_summary_export.csv <==
group,metric,value,unit
outcome,status,"finished clean",
layout,layout-drive-gt1-share,0.0676,
placement,dp.final_hpwl,8040,µm
synth,yosys_warnings,3,
job,cap_violations,0,
floorplanning,chipWidth,114,µm
drt,vias_per_cell,5.17,
hold_path,hold_path.class,"reg2reg",
layout,final_core_util,0.349,
synth,ys_area,3750,µm²
placement,portBuffers,16,
floorplanning,core_area,12100,µm²
drt,antenna_cells,0,
final_timing,period_needed,7.75,ns
power_and_ir_drop,vdd_ir_drop_max,0.0475,mV
worst_setup_path,cp.arrival,5.85,ns
floorplanning,fp_util,0.309,
synth,synth_cell_types,61,
global_routing,grt_pass1_vias,3147,
global_routing,antenna_found_initial,0,
global_routing,grt_usage,0.185,
clock_network,cts_hold_buf,0,
worst_setup_path,cp_max_fo,20,
clock_network,cts_resized,0,
final_timing,finalClockSkew,0.00170,ns
drt,vias,3163,
clock_network,tritoncts,"done",
final_timing,setup_tns,0,ns
layout,mostFrequentLayoutCell,"dlxtn_1",
synth,ys_ff,130,
floorplanning,die_area,12900,µm²
final_timing,tightest_slew,1.07,ns
layout,lay_top_cells,"dlxtn_1, nand2_1, conb_1",
clock_network,clk_pin_slew,0.03,ns
floorplanning,die_h,114,µm
worst_setup_path,critPathLaunchType,"input pin",
drt,routedWlPerCell,18.3,µm
final_timing,slew_headroom,0.273,
final_timing,rsz0062_at_grt,"false",
final_timing,fin_crit_sh,0.816,
drt,ant_nets,0,
placement,dpl_cell_area,4140,µm²
clock_network,htreeDepth,1,
global_routing,overflow,0,
drt,route.detailed.drc,0,
clock_network,postCtsSetupRepairBufs,0,
final_timing,unclocked_pins,127,
clock_network,clkLatencyLatePin,0.22,ns
final_timing,max_freq,129,MHz
layout,seqCellArea,1980,µm²
floorplanning,num_rows,40,
global_routing,grt_max_degree,36,
power_and_ir_drop,finalPower,260,µW
final_timing,untimed_endpoints,98,
layout,area_growth,12.7,%
synth,syn_area,3750,µm²
layout,finalInstanceArea,4220,µm²
clock_network,cts-root-buf,"clkbuf_16",
final_timing,hold_violations,0,
drt,wirelength,11200,µm
final_timing,setup_viol,0,
synth,syn_avg_cell_area,9.16,µm²
synth,synth-edff-count,0,
synth,ys_cells,409,
power_and_ir_drop,power_density,61.6,nW/µm²
synth,ys_async_sr_fraction,0.0231,
final_timing,hold-worst-slack,0.584,ns
synth,synthFlopType,"dlxtn_1",
clock_network,clockBufferDepth,2,
hold_path,min_path_cells,2,
synth,synthCells,409,
worst_setup_path,critical_path_required,7.60,ns
final_timing,slew_viol_final,0,
power_and_ir_drop,p_leak,1.85,nW
drt,drt-pass1-iter-count,5,
worst_setup_path,reg2regPathDepth,3,
worst_setup_path,r2r_slack,8.40,ns
floorplanning,num_io_pins,17,
layout,combGateArea,1700,µm²
clock_network,cts_buffers,3,
worst_setup_path,criticalPathCategory,"in2out",
drt,drt_iter0_markers,303,
worst_setup_path,cp-end-kind,"output port",
placement,gp_congestion,1.00,
global_routing,grt_pass1_wl,17600,µm
job,warnings,25,
layout,fillers,1292,
==> routing by layer <==
metal,vias to the layer above,wire length (µm),global-route usage
met2,180,4910,0.278
met3,26,945,0.0347
met4,0,488,0.0781
met5,-,0,0
met1,1455,4870,0.268
li1,1502,-,-
==> area by class of cell <==
type	count	area share
Sequential cell	130	0.470
Multi-Input combinational cell	277	0.402
Timing Repair Buffer	24	0.0521
Tap cell	168	0.0498
Clock buffer	4	0.0187
Inverter	9	0.00800
==> kinds of logic after synthesis <==
kind of cell | share of synthesized area
muxes | 0.0508
and+or+nand+nor | 0.174
DFF | 0.0204
other | 0.00100
latches | 0.510
AOI/OAI and AO/OA | 0.196
buffers and inverters | 0.0491
==> critical path, cell delays in order <==
cell,delay [ns]
clkdlybuf4s50_1,1.02
clkinv_1,0.57
nor3_2,0.60
a31oi_1,0.21
and4_1,0.20
o2111ai_1,0.12
mux2i_1,0.15
nor4_4,0.49
a31oi_1,0.14
clkdlybuf4s50_1,0.44
==> per-stage QoR <==
step                      setup slack [ns]  std cells
after floorplan                       3.98        440
after global placement                1.94        608
after detailed placement              1.88        608
after CTS                             1.85        612
after global routing                  1.55        612
final                                 1.75        612
==> power by group <==
group | total [mW] | switching (mW) | internal [mW]
sequential | 0.0731 | 0.0139 | 0.0592
clock | 0.0671 | 0.0117 | 0.0554
combinational | 0.120 | 0.0712 | 0.0488
total | 0.260 | 0.0967 | 0.163
==> synth_stat cells, types with 5 or more instances <==
library cell  instances  share of area
inv_1                 8         0.0080
nor3_1                7         0.0093
nand2_1              53          0.053
buf_6                 5          0.015
o21ai_0              17          0.023
a31oi_1              11          0.018
o22ai_1               5         0.0083
and3_1               11          0.018
mux2i_1              10          0.027
buf_2                12          0.016
mux2_2                6          0.018
a22oi_1              15          0.030
nor2b_1               9          0.015
nand3_1              12          0.016
a22o_1                6          0.014
a32oi_1               6          0.014
a21oi_1              11          0.015
dlxtn_1             127           0.51
nor2_1               12          0.012
==> state kept, by name (all words and copies together), names as in the netlist <==
| register | flops |
|---|---|
| tags | 92 |
| MsRead | 1 |
| valid_bits | 32 |
| fill | 1 |
| current | 3 |
| update | 1 |
==> worst paths after layout <==
| path | startpoint | to |
|---|---|---|
| worst min-delay path | current[1] | current[1] |
| max in group asynchronous | rst | current[0] |
| min in group asynchronous | rst | current[1] |
| worst max-delay path | index[4] | stall |
| worst min register to register | current[1] | current[1] |
| worst max register to register | current[0] | current[2] |
No activity file was given, so power comes from the tool's default toggle rates.
