**/design/flow/design.v**
```verilog
`timescale 1ns / 1ps
module DataCache(input clk,input update,input fill,
                 input [1:0] wordoffset,input [4:0] index,
                 input [31:0] data_in,output [31:0] data_out,input [127:0] MsDataIn );
                 reg [31:0] cache [0:31][0:3];
always @(posedge clk)
begin
if (update)
cache[index][wordoffset]<= data_in;
if (fill)
{cache [index][3],cache [index][2],cache [index][1],cache [index][0]} <= MsDataIn; 
  end  
  assign data_out = cache [index][wordoffset];
endmodule
```
**/design/flow/run.sh**
```bash
#!/bin/bash
# OpenROAD 26Q1-2900-gdf79404cd8, Yosys 0.63+post, stock flow scripts
make -C /OpenROAD-flow-scripts/flow DESIGN_CONFIG=/design/flow/config.mk WORK_HOME=/design/flow/orfs finish
```
**/design/flow/config.mk**
```make
export PLATFORM = sky130hd
export DESIGN_NAME = DataCache
export DESIGN_NICKNAME = DataCache
export VERILOG_FILES = /design/flow/design.v
export SDC_FILE = /design/flow/constraint.sdc
export NUM_CORES = 4
export LEC_CHECK = 1
export CORE_UTILIZATION = 40
```
**/design/flow/constraint.sdc**
```tcl
current_design DataCache

set clk_period 62.4
set clk_io_pct 0.2

create_clock -name clk0 -period $clk_period [get_ports {clk}]

set non_clock_inputs [all_inputs -no_clocks]
set_input_delay [expr $clk_period * $clk_io_pct] -clock clk0 $non_clock_inputs
set_output_delay [expr $clk_period * $clk_io_pct] -clock clk0 [all_outputs]
```
==> flow_metrics.py <==
# Physical implementation metrics
metrics = {
    "status": {
        "status": "finished with violations",
        "violations": "capacitance limit, slew limit",
    },
    "route": {
        "ant_nets": 0,
        "dr_total_vias": 159600,
        "drt-total-wl_um": 1012000,
        "viasPerCell": 6.694,
        "dr_wl_met3_um": 220000,
        "drt_first_iter_violations": 16940,
        "drt-met1-wl_um": 282600,
        "highest_layer": "met5",
        "drc_errors": 0,
        "met2_length_um": 396500,
        "wl_per_cell_um": 42.46,
        "first_pass_iters": 8,
    },
    "worst_setup_path": {
        "worst_setup_path_start_kind": "input port",
        "critPathRequiredTime_ns": 49.92,
        "cp.arrival_ns": 18.95,
        "critPathKind": "in -> out",
        "critPathLaunch": "wordoffset[1]",
        "path_max_fanout": 36,
        "endpoint_kind": "primary output",
    },
    "clocking": {
        "htreeDepth": 5,
        "clk_pin_slew_worst_paths_ns": 0.06,
        "cts_buffers": 449,
        "ctsRootBufferMaster": "clkbuf_16",
        "clockBufferDepth": 4,
        "cts_resized": 0,
        "cts_tree": "yes",
        "holdBufCountCts": 0,
        "post-cts-setup-buffer-count": 0,
        "cts.sinks": 4096,
    },
    "global_routing": {
        "overflow": 0,
        "grt_pass1_wl_um": 1346000,
        "gr-usage-all-layers_pct": 43.23,
        "antenna_found_initial": 145,
        "grt_max_degree": 89,
        "grt_pass1_vias": 156100,
    },
    "final_timing": {
        "relSlewSlack_pct": -17.69,
        "drv_slew": 7,
        "rsz0062_at_grt": "no",
        "finalSetupTns_ns": 0,
        "setup_violations": 0,
        "tightest_slew_ns": 1.761,
        "timing.hold.ws_ns": 11.83,
        "timing.fmax_ghz": 0.03181,
        "fin_crit_ns": 31.43,
        "hold_viol_final": 0,
        "finalClockPeriodUsage_pct": 50.37,
    },
    "yosys": {
        "yosys_warnings": 1,
        "synth_area_um2": 197800,
        "avgSynthCellArea_um2": 11.63,
        "area_leaders": "edfxtp_1 62%, a21o_1 9.7%, nand2_1 7.1%",
        "async_flop_share_pct": 0,
        "ys.flop_type": "edfxtp_1",
        "ys_chip_area_um2": 197800,
        "top_cell_area_share_pct": 62.17,
        "ys.flops": 4096,
        "synth-edff-count": 4096,
        "synthesis.instances": 17010,
        "top_area_cell": "edfxtp_1",
        "synth_cell_type_count": 65,
        "ys_cells": 17010,
        "ys_seq_share_pct": 62.17,
    },
    "final_layout": {
        "layout-drive-gt1-share_pct": 11.47,
        "combGateArea_um2": 69060,
        "final-seq-area_um2": 123000,
        "top_regs": "cache (4096)",
        "fin_util_pct": 45.50,
        "area_growth_pct": 12.93,
        "top_register": "cache",
        "num-fill-cells": 43190,
        "largest_register_ffs": 4096,
    },
    "power_and_ir_drop": {
        "peakVddDrop_mv": 0.02645,
        "finalPower_w": 0.006351,
        "p_leak_nw": 88.13,
        "powerDensity_nw_per_um2": 28.43,
    },
    "floorplanning": {
        "fp.dieW_um": 705.3,
        "rows": 257,
        "io-pin-count": 202,
        "core_um2": 491000,
        "dieHeight_um": 705.3,
        "fp_util_pct": 40.29,
        "dieArea_um2": 497400,
    },
    "job": {
        "warnings": 29,
        "drv_cap": 1,
    },
    "placement": {
        "port-buffer-count": 201,
        "gp_congestion": 1.074,
        "dp_hpwl_um": 620600,
    },
    "worst_hold_path": {
        "hold_depth": 2,
        "worstHoldStart": "MsDataIn[16]",
        "hp-class": "in -> reg",
        "hold_end": "cache[52][16]",
    },
}
cell type report:
cell class,count,area share (%)
inverters,141,0.2459
clock inverters,260,0.9061
repair buffers,1082,3.725
well taps,6475,3.626
clock buffers,562,5.305
flip-flops and latches,4096,55.05
multi-input cells,11020,30.91
diodes,204,0.2285
critical path, stage by stage:
cell	delay, ns
buf_8	0.42
buf_4	0.43
buf_4	0.47
buf_4	0.55
buf_4	0.63
buf_4	0.61
o21ai_0	0.21
a222oi_1	0.27
nor3_1	0.11
nor4_1	0.96
o22a_1	0.34
nand4_1	0.58
clkdlybuf4s50_1	0.63
routing by layer:
layer,track usage [%],vias to the layer above
met2,53.71,15370
met1,42.63,76400
met4,33.50,234
met5,15.56,-
li1,-,63320
met3,39.65,4267
synthesized netlist by cell type, drive strengths merged, types with 16 or more instances:
| library cell | instances |
|---|---|
| mux2 | 56 |
| mux4 | 57 |
| a22o | 37 |
| o21a | 17 |
| o22ai | 153 |
| a211oi | 43 |
| a221o | 51 |
| clkbuf | 1099 |
| inv | 140 |
| o31ai | 23 |
| a21oi | 514 |
| o211ai | 73 |
| a31oi | 46 |
| a22oi | 262 |
| o21ai | 604 |
| a21boi | 17 |
| o2bb2ai | 17 |
| a21o | 2560 |
| nand3 | 102 |
| and2 | 518 |
| edfxtp | 4096 |
| a222oi | 140 |
| a311o | 17 |
| nand4 | 23 |
| nor2 | 337 |
| nand2 | 3728 |
| nor2b | 180 |
| a211o | 23 |
| nor4 | 23 |
| nand3b | 34 |
| a221oi | 628 |
| nor3 | 111 |
| mux2i | 470 |
| o2111ai | 35 |
| o221ai | 16 |
| buf | 648 |
cell families after synthesis:
logic type             count (synthesis)  share of synthesized area [%]
multiplexers                         583                          3.346
AND/OR/NAND/NOR                     5086                          10.84
flip-flops                          4096                          62.17
buffers and inverters               1888                          4.053
AND-OR/OR-AND                       5352                          19.58
cell usage in the layout (no fill, tap or decap), types with 79 or more instances in the layout:
cell,netlist,routed
nor2_1,335,318
and2_1,518,515
a221oi_1,626,626
inv_1,138,136
a21o_1,2560,2560
nor3_1,111,79
clkbuf_1,1099,104
buf_2,424,112
nand2_1,3728,3719
nor2b_1,180,169
a22oi_1,262,262
o22ai_1,153,153
o21ai_4,0,128
clkinv_2,0,91
a222oi_1,140,140
diode_2,0,204
clkdlybuf4s50_1,0,82
clkinv_1,1,115
buf_4,61,863
edfxtp_1,4096,4096
a21oi_1,514,514
o21ai_0,604,475
mux2i_1,470,469
clkbuf_16,0,458
power by group:
part	total [W]	internal [W]	switching, W
clock	0.00259	0.00144	0.00115
combinational	0.000671	0.000184	0.000488
sequential	0.00309	0.00308	0.00000982
per-stage QoR:
step	instances	area [um^2]	worst slack [ns]
floorplan	17010	197800	35.67
global placement	22810	209000	31.17
detailed placement	22810	209000	31.21
CTS	23640	222900	31.21
global route	23750	223200	31.12
finish	23840	223400	30.97
worst max path at each step:
stage,end,cells past startpoint
6_report,data_out[13],13
5_1_grt,data_out[11],14
4_1_cts,data_out[16],14
Power and IR drop assume default switching activity.
