<file path="./config.mk">
export PLATFORM = sky130hd
export DESIGN_NAME = UART_receiver_multiple_Keys
export DESIGN_NICKNAME = UART_receiver_multiple_Keys
export VERILOG_FILES = /design/flow/design.v
export SDC_FILE = /design/flow/constraint.sdc
export NUM_CORES = 4
export LEC_CHECK = 1
export CORE_UTILIZATION = 40
</file>
<file path="./constraint.sdc">
current_design UART_receiver_multiple_Keys

set clk_period 3.2
set clk_io_pct 0.2

create_clock -name clk0 -period $clk_period [get_ports {clk}]

set non_clock_inputs [all_inputs -no_clocks]
set_input_delay [expr $clk_period * $clk_io_pct] -clock clk0 $non_clock_inputs
set_output_delay [expr $clk_period * $clk_io_pct] -clock clk0 [all_outputs]
</file>
<file path="./design.v">
module UART_receiver_multiple_Keys(
      input clk,  
      input uart_in,  
      output [7:0]out  
    );
	UART_receiver_switch #(8'h61) IN7 (clk, uart_in, out[7]);	 
	UART_receiver_switch #(8'h73) IN6 (clk, uart_in, out[6]);	 
	UART_receiver_switch #(8'h64) IN5 (clk, uart_in, out[5]);	 
	UART_receiver_switch #(8'h66) IN4 (clk, uart_in, out[4]);	 
	UART_receiver_switch #(8'h7a) IN3 (clk, uart_in, out[3]);	 
	UART_receiver_switch #(8'h78) IN2 (clk, uart_in, out[2]);	 
	UART_receiver_switch #(8'h63) IN1 (clk, uart_in, out[1]);	 
	UART_receiver_switch #(8'h76) IN0 (clk, uart_in, out[0]);	 
endmodule
    module UART_receiver_switch # (parameter key = 8'h61) ( 
      input clk,  
      input uart_in,  
      output out  
      );
      reg [3:0] bitcounter = 0;  
      reg [1:0] samplecounter = 0;  
      reg clear_bitcounter, inc_bitcounter, inc_samplecounter, clear_samplecounter;  
      reg [13:0] counter = 0;  
      reg state = 0;   
      reg nextstate;  
      reg shift;  
      reg [9:0] rxshiftreg;  
      reg output_reset = 0;  
      reg [31:0] time_counter = 0;  
      parameter clk_freq = 100_000_000;   
      parameter baud_rate = 9_600;  
      parameter oversamples = 4;  
      parameter reset_counter = clk_freq/(baud_rate*oversamples);   
      parameter counter_mid_sample = (oversamples/2);   
      parameter num_bit = 10;  
      parameter reset_high_seconds = 1;
      parameter reset_time_counter = clk_freq*reset_high_seconds;
      assign RxData = rxshiftreg [8:1];  
      assign out = output_reset;
      always @ (posedge clk) begin 
        counter <= counter +1;  
        if (counter >= reset_counter-1) begin  
          counter <=0;  
          state <= nextstate;  
          if (shift)rxshiftreg <= {uart_in,rxshiftreg[9:1]};  
          if (clear_samplecounter) samplecounter <=0;  
          if (inc_samplecounter) samplecounter <= samplecounter +1;  
          if (clear_bitcounter) bitcounter <=0;  
          if (inc_bitcounter)bitcounter <= bitcounter +1;  
        end
        if (rxshiftreg[8:1] == key) begin
           output_reset <= ~output_reset;
           rxshiftreg[8:1] <= 0;
           end 
      end
      always @ (posedge clk) begin  
        shift <= 0;  
        clear_samplecounter <=0;  
        inc_samplecounter <=0;  
        clear_bitcounter <=0;  
        inc_bitcounter <=0;  
        nextstate <=0;  
        case (state)
          0: begin  
            if (uart_in)  
              nextstate <=0;  
            else begin  
              nextstate <=1;  
              clear_bitcounter <=1;  
              clear_samplecounter <=1;  
            end
          end
          1: begin  
            nextstate <= 1;  
            if (samplecounter == counter_mid_sample - 1) shift <= 1;  
            if (samplecounter == oversamples - 1) begin  
              if (bitcounter == num_bit - 1)  
                nextstate <= 0;  
              inc_bitcounter <=1;  
              clear_samplecounter <=1;  
            end
            else inc_samplecounter <=1;  
          end
           default: nextstate <=0;  
         endcase
      end
    endmodule
</file>
<file path="./run.sh">
#!/bin/bash
# OpenROAD 26Q1-2900-gdf79404cd8, Yosys 0.63+post, stock flow scripts
make -C /OpenROAD-flow-scripts/flow DESIGN_CONFIG=/design/flow/config.mk WORK_HOME=/design/flow/orfs finish
</file>
==> insert_results.sql <==
-- implementation run metrics
INSERT INTO impl_metrics (metric_group, metric, value, unit) VALUES
('floorplanning', 'number_of_top_level_pins', '10', ''),
('timing', 'finalClockSkew', '0.0142', 'ns'),
('cts', 'cts-root-buf', 'sky130_fd_sc_hd__clkbuf_16', ''),
('route', 'met1Wirelength', '8.45', 'mm'),
('logic_synthesis', 'synthesis.instances', '1056', ''),
('cts', 'cts_hold_buf', '0', ''),
('logic_synthesis', 'yosysWarningCount', '16', ''),
('route', 'remaining_drc_errors', '0', ''),
('logic_synthesis', 'edf_count', '72', ''),
('timing', 'finalCritPeriodShare', '65.1', '%'),
('timing', 'tns', '0', 'ns'),
('pwr', 'share_clk_of_total_power', '35.0', '%'),
('critical_path', 'critical_path.max_fanout', '15', ''),
('logic_synthesis', 'yosysChipArea', '11600', 'um^2'),
('critical_path', 'worst_path_largest_cell_delay', '0.33', 'ns'),
('logic_synthesis', 'synth.cellmix.adderShare', '4.32', '%'),
('critical_path', 'worstPathBufferInverterCount', '0', ''),
('hold_path', 'hp-class', 'flop to flop', ''),
('floorplanning', 'core', '28200', 'um^2'),
('route', 'routedWlPerCell', '10.8', 'um'),
('grt', 'grt_first_pass_wirelength', '29.2', 'mm'),
('critical_path', 'criticalPathCategory', 'flop to flop', ''),
('pwr', 'ir_drop', '0.000356', 'V'),
('final_layout', 'drive_above_1_share', '10.1', '%'),
('timing', 'rsz0062_at_grt', 'false', ''),
('cts', 'path_clk_slew', '0.06', 'ns'),
('cts', 'post_cts_resize_count', '0', ''),
('critical_path', 'critical_path_required', '3.43', 'ns'),
('critical_path', 'critical_path_end_type', 'flop', ''),
('floorplanning', 'fp-utilization', '41.1', '%'),
('pwr', 'p_seq_share', '49.8', '%'),
('logic_synthesis', 'synth_xor_xnor_area_share', '6.50', '%'),
('cts', 'total_cts_buffers', '34', ''),
('logic_synthesis', 'ys_sh_simple', '18.6', '%'),
('route', 'final_antenna_net_count', '0', ''),
('pwr', 'p_sw', '2.67', 'mW'),
('route', 'num_vias', '6866', ''),
('floorplanning', 'chipHeight', '172', 'um'),
('flow_run', 'maxCapViolations', '0', ''),
('route', 'routed_wl', '16.2', 'mm'),
('final_layout', 'layout-area-overhead-vs-synth', '14.1', '%'),
('final_layout', 'layout.cells.most_common', 'sky130_fd_sc_hd__dfxtp_1', ''),
('placement', 'place.port_buffers', '9', ''),
('pwr', 'power.combinational.fraction', '15.3', '%'),
('outcome', 'run_status', 'finished, final reports clean', ''),
('pwr', 'power.share.switching', '24.8', '%'),
('placement', 'finalWeightedCongestion', '0.774', ''),
('timing', 'max_slew.worst_pin.slew', '0.701', 'ns'),
('timing', 'setup_violations', '0', ''),
('route', 'first_pass_iters', '4', ''),
('logic_synthesis', 'synth_async_sr_flop_share', '0', '%'),
('grt', 'initial_antenna_violation_count', '0', ''),
('cts', 'clk_latency_worst_skew_pair', '0.50', 'ns'),
('cts', 'cts.sinks', '296', ''),
('logic_synthesis', 'yosysUniqueCellTypes', '60', ''),
('route', 'routed-wl-met3', '615', 'um'),
('timing', 'hold-worst-slack', '0.401', 'ns'),
('pwr', 'leakagePower', '5.10', 'nW'),
('logic_synthesis', 'ys_seq_elements', '296', ''),
('critical_path', 'timing.critical_path.max_delay_family', 'AND-OR/OR-AND gates', ''),
('logic_synthesis', 'ys_dominant_reg_cell', 'sky130_fd_sc_hd__dfxtp_1', ''),
('floorplanning', 'fp.dieW', '172', 'um'),
('cts', 'ctsLongestPathBuffers', '3', ''),
('timing', 'drv_slew', '0', ''),
('timing', 'report.final.hold_viol_count', '0', ''),
('pwr', 'pwr_per_cell_area', '815', 'nW/um^2'),
('route', 'dr_wl_met2', '6.73', 'mm'),
('timing', 'period_needed', '2.08', 'ns'),
('logic_synthesis', 'synth.yosys.seq_area_share', '57.4', '%'),
('critical_path', 'startpoint_type', 'flop', ''),
('pwr', 'p_int', '8.11', 'mW');
==> flip-flops by register name, indices dropped and copies added, names as in the netlist, 14 cells and up <==
name / count
IN0.counter: 14
IN1.counter: 14
IN2.counter: 14
IN3.counter: 14
IN4.counter: 14
IN5.counter: 14
IN6.counter: 14
IN7.counter: 14
==> worst reg2reg max path, cell delays in order (launching register included) <==
cell                      delay, ns
sky130_fd_sc_hd__dfxtp_1       0.33
sky130_fd_sc_hd__ha_1          0.24
sky130_fd_sc_hd__o21a_1        0.19
sky130_fd_sc_hd__o21ai_0       0.33
sky130_fd_sc_hd__a21o_1        0.17
sky130_fd_sc_hd__nand2_1       0.30
sky130_fd_sc_hd__o21a_1        0.29
==> final timing paths <==
path                                          end  slack [ns]  cells after the start
worst max-delay path            IN2.bitcounter[3]        1.12                      6
worst min-delay path                    IN5.state        0.40                      0
worst max register to register  IN2.bitcounter[3]        1.12                      6
worst min register to register          IN5.state        0.40                      0
==> power by group through the flow <==
| stage | Clock [mW] | Sequential (mW) | Combinational [mW] |
|---|---|---|---|
| finish | 3.77 | 5.36 | 1.65 |
| CTS | 3.90 | 5.37 | 1.68 |
| global route | 4.06 | 5.49 | 1.91 |
==> routing by layer <==
layer	up-vias	track usage [%]
met5	-	0
met4	0	2.73
met3	35	2.47
met2	71	18.5
met1	3126	18.9
li1	3634	-
==> area by class of cell <==
cell class / count / area [um^2]
sequential: 296 / 6650
clock inverter: 14 / 125
multi-input combinational: 699 / 4660
fill: 2453 / 14900
tap: 378 / 473
timing repair buffer: 14 / 128
inverter: 51 / 191
clock buffer: 47 / 1000
==> synth_stat cells (12+ instances only) <==
library cell	instances	area share, %
sky130_fd_sc_hd__nand2_1	53	1.7
sky130_fd_sc_hd__and2_1	34	1.8
sky130_fd_sc_hd__and3_1	18	0.97
sky130_fd_sc_hd__dfxtp_1	224	39
sky130_fd_sc_hd__xnor2_1	37	2.8
sky130_fd_sc_hd__xor2_1	49	3.7
sky130_fd_sc_hd__o21a_1	24	1.6
sky130_fd_sc_hd__nor2b_1	64	3.5
sky130_fd_sc_hd__ha_1	40	4.3
sky130_fd_sc_hd__inv_1	50	1.6
sky130_fd_sc_hd__mux2_2	30	2.9
sky130_fd_sc_hd__o21ai_0	21	0.91
sky130_fd_sc_hd__nor2_1	140	4.5
sky130_fd_sc_hd__edfxtp_1	72	19
sky130_fd_sc_hd__nand3_1	36	1.6
sky130_fd_sc_hd__mux2i_1	12	1.0
==> stage by stage <==
stage                     worst slack (ns)  area [um^2]  std cells
final                                 1.12        13200       1499
after global routing                 0.950        13200       1499
after CTS                             1.09        13200       1499
after detailed placement              1.09        12100       1438
after global placement                1.12        12100       1438
after floorplan                       1.43        11600       1071
==> logic make-up after synthesis <==
kind of cell / count (synthesis)
flops: 296
other cells: 1
simple gates: 412
xor+xnor: 86
fa+ha+maj: 40
compound gates: 102
mux: 43
buf+inv: 76
No activity file was given, so power comes from the tool's default toggle rates.
